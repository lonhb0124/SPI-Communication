<file path="flow/design.v">
module spi_drv #(
    parameter integer               CLK_DIVIDE  = 100,  
    parameter integer               SPI_MAXLEN  = 32    
) (
    input                           clk,
    input                           sresetn,         
    input                           start_cmd,      
    output logic                         spi_drv_rdy,    
    input  [$clog2(SPI_MAXLEN):0]   n_clks,         
    input  [SPI_MAXLEN-1:0]         tx_data,        
    output logic [SPI_MAXLEN-1:0]         rx_miso,        
    output logic                         SCLK,           
    output logic                          MOSI,           
    input                            MISO,           
    output logic                         SS_N            
);
localparam STATE_IDLE = 2'd0;
localparam STATE_CMD = 2'd1;
localparam STATE_SPI = 2'd2;
logic [1:0] state_reg, state_next;
logic cmd_ready;
logic data_check;
logic data_transfer_done;
logic SCLK_rise;
logic SCLK_fall; 
logic SPI_done; 
logic [SPI_MAXLEN-1:0] tx_data_reg;
logic [$clog2(SPI_MAXLEN):0] n_clks_reg;
assign cmd_ready = start_cmd && spi_drv_rdy;
assign data_check = (tx_data == tx_data_reg) || (n_clks_reg == n_clks);  
logic [$clog2(CLK_DIVIDE):0] CLK_DIVIDE_counter;
logic SCLK_previous;
logic [$clog2(SPI_MAXLEN):0] n_clks_reg_counter;
always @(posedge clk) begin
    if (sresetn) begin state_reg <= STATE_IDLE; end
    else begin state_reg <= state_next; end 
end 
always @(posedge clk) begin
    if (!SS_N) begin
        if (CLK_DIVIDE_counter == CLK_DIVIDE) begin
            if (data_transfer_done) begin
                SPI_done <= 1;
            end 
            SCLK <= ~SCLK;
            CLK_DIVIDE_counter <= 1;
        end
        else begin
            CLK_DIVIDE_counter <= CLK_DIVIDE_counter + 1;
        end
    end
    else begin 
        SCLK <= 0;
        SPI_done <= 0;
        CLK_DIVIDE_counter <= 1;
    end 
    SCLK_previous <= SCLK;
end 
assign SCLK_rise = SCLK && !SCLK_previous;
assign SCLK_fall = !SCLK && SCLK_previous;
always @(*) begin
    state_next = state_reg;
    case (state_reg)
        STATE_IDLE: if (cmd_ready) begin state_next = STATE_CMD; end
        STATE_CMD : if (!SS_N) begin state_next = STATE_SPI; end 
        STATE_SPI : if (SPI_done) begin state_next = STATE_IDLE; end
    endcase
end 
always @(*) begin
    case (state_reg)
        STATE_IDLE: if (cmd_ready) begin 
                       tx_data_reg = tx_data; 
                       n_clks_reg = n_clks;  
                       rx_miso = 0;
                    end
                    else begin
                       spi_drv_rdy = 1;
                       SS_N = 1;
                       data_transfer_done = 0;
                    end
        STATE_CMD: begin 
                   if (data_check) begin 
                        spi_drv_rdy = 0;
                        SS_N = 0; 
                        MOSI = tx_data[n_clks_reg_counter];
                        end
                   n_clks_reg_counter = n_clks_reg - 1;
                   end
        STATE_SPI : if (SCLK_fall) begin  
                        MOSI = tx_data[n_clks_reg_counter];
                    end 
                    else if (SCLK_rise) begin  
                        rx_miso[n_clks_reg_counter] = MISO;
                        if (n_clks_reg_counter == 0) begin
                            data_transfer_done = 1;
                        end 
                        else if (n_clks_reg_counter != 0) begin
                            n_clks_reg_counter = n_clks_reg_counter - 1;
                        end 
                    end
        default : begin
                    spi_drv_rdy = 1;
                    SS_N = 1;
                    data_transfer_done = 0;
                    rx_miso = 0;
                    tx_data_reg = 0;
                    n_clks_reg = 0;
                    n_clks_reg_counter = 0;
                  end
    endcase
end 
endmodule
</file>
<file path="flow/run.sh">
#!/bin/bash
# OpenROAD 26Q1-2900-gdf79404cd8, Yosys 0.63+post, stock flow scripts
make -C /OpenROAD-flow-scripts/flow DESIGN_CONFIG=/design/flow/config.mk WORK_HOME=/design/flow/orfs finish
</file>
<file path="flow/config.mk">
export PLATFORM = sky130hd
export DESIGN_NAME = spi_drv
export DESIGN_NICKNAME = spi_drv
export VERILOG_FILES = /design/flow/design.v
export SDC_FILE = /design/flow/constraint.sdc
export NUM_CORES = 4
export LEC_CHECK = 1
export CORE_UTILIZATION = 50
</file>
<file path="flow/constraint.sdc">
current_design spi_drv

set clk_period 1.6
set clk_io_pct 0.2

create_clock -name clk0 -period $clk_period [get_ports {clk}]

set non_clock_inputs [all_inputs -no_clocks]
set_input_delay [expr $clk_period * $clk_io_pct] -clock clk0 $non_clock_inputs
set_output_delay [expr $clk_period * $clk_io_pct] -clock clk0 [all_outputs]
</file>
==> results.ini <==
[critical_path]
critical_path.cell_chain = clkdlybuf4s50_1
cp.arrival_ns = 1.11
max_stage_delay_ns = 0.48
rrSetupSlack_ns = 0.18
cp-end-kind = output port
worstPathRequired_ns = 1.28
critPathKind = register to output port
crit_slowest_cell = clkdlybuf4s50_1
crit_family = buffers and inverters
path_buffers = 1
cp-start-kind = register
cp_max_fo = 5

[routing]
drcViolationCount = 0
ant_nets = 0
avgRoutedWirePerCell_um = 12.93
num_vias = 2520
n_antenna_cell = 0
drt_iter0_drc = 98
wl_um = 6373
viasPerCell = 5.112
drt-pass1-iter-count = 4

[yosys]
flop_cell = dlxtn_1
synth-seq-cells = 93
edf_count = 0
yosysTopAreaCell = dlxtn_1
synth.avg_cell_area_um2 = 9.432
async_flop_share = 0
synthTopCellsByArea = dlxtn_1 (36%), xnor2_1 (12%), and2_1 (9.1%)
ys_types = 41
ys_warn_count = 21
yosysChipArea_um2 = 3292
postSynthCellCount = 349
synthesis.area_um2 = 3292
top_cell_area_share = 0.3615
synth-cells-yosys = 349

[clock_network]
numCtsBuffers = 3
cts_setup_buffers = 0
cts-hold-fix-buffers = 0
clk_path_buf_depth = 2
cts_root_buffer = clkbuf_8
cts_tree = done
htree_num_levels = 1
clkTransAtPathRegs_ns = 0.06
cts_resized = 0
clkLatencyLatePin_ns = 0.25

[floorplan]
initCoreUtil = 0.5184
die_w_um = 83.14
rows = 29
pin_count = 78
core_um2 = 6350
fp.dieH_um = 83.14
die_area_um2 = 6912

[final_timing]
tightest_slew_ns = 0.8160
untimed_endpoints = 114
rsz0062_at_grt = false
slew_headroom = 0.4560
fin_crit_sh = 0.8964
slew_viol_final = 0
hold_viol = 0
unclocked_regs = 79
setup_tns_ns = 0
clock.fmax_mhz = 697.2
period_minus_slack_ns = 1.434
skew_ns = 0.007986
setup_viol = 0

[final_layout]
syn_to_final_growth_pct = 26.53
logic_area_um2 = 1713
regArea_um2 = 1466
drive_gt1_frac = 0.02644
fill_cells = 517
finalInstanceArea_um2 = 4165

[run_status]
status = complete, no violations

[min_path]
min_path_type = register to register

[grt]
first_global_vias = 2362
antenna_found_initial = 0
grt_max_degree = 42
grt_use_total = 0.1974
overflow = 0
grt_pass1_wl_um = 10960

[power_and_ir_drop]
power_mw = 1.761
peakVddDrop_v = 0.001071
leakagePower_nw = 1.687
pwr_density_cell_nw_per_um2 = 422.7

[placement]
io_buffers = 77
gp_congestion = 0.8132
place_area_um2 = 4110
hpwl_um = 4782

[run]
tool_warnings = 31
cap_violations = 0

==> synth_stat cells (3+ instances only) <==
library cell / instances
dlxtn_1: 79
and2_1: 48
xnor2_1: 44
a21oi_1: 34
nor2_1: 15
dfxtp_1: 14
clkbuf_1: 11
inv_1: 9
nand4_1: 9
xor2_1: 9
ha_1: 8
mux4_1: 8
nand3_1: 8
o22ai_1: 7
nor3_1: 5
mux2i_1: 4
nand2_1: 4
buf_1: 3
==> cells in the final DEF, fill, tap and decap left out, drive strengths merged, types with 2 or more instances in the layout <==
cell type      count
or3                2
nor3b              2
and2              48
xor2               9
dfxtp             14
o21ai              2
nor3               5
clkdlybuf4s50     77
mux4               9
and3               2
dlxtn             79
ha                 8
nor2b              2
clkbuf             4
clkinv             2
buf                3
nor4               2
nand2              4
mux2i              4
nand4              9
xnor2             44
a21oi             34
o22ai              7
nor2              15
inv                9
nand3              8
nand2b             2
==> cell type report <==
cell class / count / area share
inverter: 11 / 0.009913
sequential: 93 / 0.3521
timing repair buffer: 80 / 0.1904
clock buffer: 4 / 0.01322
multi-input combinational: 228 / 0.4112
tap: 77 / 0.02313
==> worst register-to-register path: stages, from the launching register on <==
cell and delay [ns]:
dfxtp_1 0.34, inv_1 0.08, ha_1 0.15, nand3_1 0.06, nor3_1 0.37, or2_2 0.25
nor2_1 0.06
==> report_power, final <==
group | switching, mW | internal (mW)
logic | 0.313 | 0.378
registers | 0.0737 | 0.648
clock network | 0.130 | 0.218
==> logic make-up after synthesis <==
kind of cell | after synthesis | share of synthesized area
flip-flops | 14 | 0.08514
multiplexers | 13 | 0.08286
XOR/XNOR | 53 | 0.1410
latches | 79 | 0.3615
AND-OR/OR-AND | 48 | 0.07944
AND/OR/NAND/NOR | 106 | 0.1851
adder cells (fa/ha/maj) | 8 | 0.03041
buffers and inverters | 28 | 0.03573
==> path summary, 6_finish.rpt <==
path | from | end | depth (start not counted)
setup / recovery | SCLK$_SDFFE_PP0N_ | SCLK | 1
hold / removal | SCLK$_SDFFE_PP0N_ | SCLK_previous$_DFF_P_ | 0
setup reg to reg | CLK_DIVIDE_counter[0]$_SDFF_PP1_ | CLK_DIVIDE_counter[5]$_SDFF_PP0_ | 6
hold reg to reg | SCLK$_SDFFE_PP0N_ | SCLK_previous$_DFF_P_ | 0
==> routing by layer <==
metal  part of all wire  track usage  routed length (µm)
met5                  0            0                   0
met4             0.0019     0.003135                  12
met3              0.034      0.01816                 218
met2               0.48       0.3323                3088
met1               0.48       0.3109                3053
==> per-stage QoR <==
stage / hold WS, ns / setup WS [ns] / instances / util
4_1_cts: 0.4077 / 0.1620 / 493 / 0.6560
2_1_floorplan: 0.3710 / 0.2467 / 349 / -
5_1_grt: 0.4315 / 0.03537 / 493 / 0.6560
3_3_place_gp: 0.3920 / 0.2401 / 489 / 0.6473
3_5_place_dp: 0.3983 / 0.2287 / 489 / 0.6473
6_report: 0.4049 / 0.1658 / 493 / 0.6560
